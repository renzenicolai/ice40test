===== design/flow/run.sh =====
#!/bin/bash
# OpenROAD 26Q1-2900-gdf79404cd8, Yosys 0.63+post, stock flow scripts
make -C /OpenROAD-flow-scripts/flow DESIGN_CONFIG=/design/flow/config.mk WORK_HOME=/design/flow/orfs finish

===== design/flow/config.mk =====
export PLATFORM = sky130hd
export DESIGN_NAME = top
export DESIGN_NICKNAME = top
export VERILOG_FILES = /design/flow/design.v
export SDC_FILE = /design/flow/constraint.sdc
export NUM_CORES = 4
export LEC_CHECK = 1
export CORE_UTILIZATION = 40

===== design/flow/constraint.sdc =====
current_design top

set clk_period 2.9
set clk_io_pct 0.2

create_clock -name clk0 -period $clk_period [get_ports {clk_100}]

set non_clock_inputs [all_inputs -no_clocks]
set_input_delay [expr $clk_period * $clk_io_pct] -clock clk0 $non_clock_inputs
set_output_delay [expr $clk_period * $clk_io_pct] -clock clk0 [all_outputs]

===== design/flow/design.v =====
`default_nettype none
`default_nettype none
module vga_clock( clk_100, clk_25 );
input clk_100;
output clk_25;
reg	[1:0] clk_div;
assign clk_25 = clk_div[1];
always @ (posedge clk_100) begin
  clk_div <= clk_div + 2'b1;
end
endmodule
`default_nettype none
module vga_sync( clk_25, sys_reset, vga_hs, vga_vs, vga_disp_en, vga_pos_hor, vga_pos_ver );
input clk_25;
input sys_reset;
output vga_hs;  
output vga_vs;  
output vga_disp_en;  
output [9:0] vga_pos_hor;
output [9:0] vga_pos_ver;
parameter h_pulse = 96;  
parameter h_bp = 48;  
parameter h_pixels = 640;  
parameter h_fp = 16;  
parameter h_pol = 1'b0;  
parameter h_frame = 800;  
parameter v_pulse = 2;  
parameter v_bp = 33;  
parameter v_pixels = 480;  
parameter v_fp = 10;  
parameter v_pol = 1'b1;  
parameter v_frame = 525;  
reg vga_hs_r;
reg vga_vs_r;
reg disp_en;
assign vga_hs = vga_hs_r;
assign vga_vs = vga_vs_r;
assign vga_disp_en = disp_en;
assign vga_pos_hor = c_col;
assign vga_pos_ver = c_row;
reg [9:0] c_hor;
reg [9:0] c_ver;
reg [9:0] c_row;
reg [9:0] c_col;
always @ (posedge clk_25) begin	
  if(sys_reset == 1) begin  
    disp_en <= 0;
    c_hor <= 0;
    c_ver <= 0;
    vga_hs_r <= 1;
    vga_vs_r <= 0;
  end else begin  
    if(c_hor < h_frame - 1) begin
      c_hor <= c_hor + 1;
	end else begin
      c_hor <= 0;
      if(c_ver < v_frame - 1) begin
        c_ver <= c_ver + 1;
      end else begin
        c_ver <= 0;
      end
    end
  end
  if(c_hor < h_pixels + h_fp + 1 || c_hor > h_pixels + h_fp + h_pulse) begin  
    vga_hs_r <= ~h_pol;
  end else begin
    vga_hs_r <= h_pol;
  end
  if(c_ver < v_pixels + v_fp || c_ver > v_pixels + v_fp + v_pulse) begin  
    vga_vs_r <= ~v_pol;
  end else begin
    vga_vs_r <= v_pol;
  end
  if(c_hor < h_pixels && c_ver < v_pixels) begin
    disp_en <= 1;
  end else begin
    disp_en <= 0;
  end
  if(c_hor < h_pixels) begin
    c_col <= c_hor;
  end
  if(c_ver < v_pixels) begin
    c_row <= c_ver;
  end
end
endmodule
`default_nettype none
module vga_test_pattern( clk_25, sys_reset, vga_r, vga_g, vga_b, vga_disp_en, vga_pos_hor, vga_pos_ver, ram_addr, ram_data );
input clk_25;
input sys_reset;
output [2:0] vga_r;
output [2:0] vga_g;
output [2:0] vga_b;
input vga_disp_en;
input [9:0] vga_pos_hor;
input [9:0] vga_pos_ver;
output [17:0] ram_addr;
input [15:0] ram_data;
parameter h_pixels = 640;  
parameter v_pixels = 480;  
reg [2:0] vga_r_r;
reg [2:0] vga_g_r;
reg [2:0] vga_b_r;
reg [17:0] ram_addr_r;
assign vga_r = vga_r_r;
assign vga_g = vga_g_r;
assign vga_b = vga_b_r;
assign ram_addr = ram_addr_r;
always @ (posedge clk_25) begin
  ram_addr_r = vga_pos_hor+(vga_pos_ver*h_pixels);
  if(vga_disp_en == 1 && sys_reset == 0) begin
    if(vga_pos_hor == 0 || vga_pos_ver == 0 || vga_pos_hor == h_pixels-1 || vga_pos_ver == v_pixels-1) begin  
      vga_r_r <= 7;
      vga_g_r <= 0;
      vga_b_r <= 0;
    end else begin  
      vga_r_r <= ram_data[2:0];
      vga_g_r <= ram_data[5:3];
      vga_b_r <= ram_data[8:6];
    end
  end else begin  
    vga_r_r <= 0;
    vga_g_r <= 0;
    vga_b_r <= 0;
  end
end
endmodule
`default_nettype none
module reset_generator( clk_25, sys_reset );
input clk_25;
output sys_reset;
reg reset = 1;
reg [7:0] timer_t = 8'b0;
assign sys_reset = reset;
always @ (posedge clk_25) begin
  if(timer_t > 250) begin
    reset <= 0;
  end else begin
    reset <= 1;
    timer_t <= timer_t + 1;
  end
end
endmodule
`default_nettype none
module sram_ctrl(
  clk_100,
  sys_reset,
  sram_addr,
  sram_data,
  sram_cs,
  sram_oe,
  sram_we,
  ramctl_read_address,
  ramctl_write_address,
  ramctl_write,
  ramctl_data_out,
  ramctl_data_in,
  debug
);
input clk_100;
input sys_reset;
output sram_cs;
output sram_oe;
output sram_we;
output [17:0] sram_addr;
inout [15:0] sram_data;
input [17:0] ramctl_read_address;
input [17:0] ramctl_write_address;
input ramctl_write;
input [15:0] ramctl_data_in;
output [15:0] ramctl_data_out;
output debug;
reg sram_cs_r;
reg sram_oe_r;
reg sram_we_r;
reg [17:0] sram_addr_r;
reg [15:0] data_buffer_r;
reg [15:0] ramctl_data_out_r;
assign sram_cs = sram_cs_r;
assign sram_oe = sram_oe_r;
assign sram_we = sram_we_r;
assign sram_addr = sram_addr_r;
assign sram_data = (sram_we_r==0) ? data_buffer_r : 16'bz;
assign debug = (sram_we_r==0) ? 'b1 : 'b0;
assign ramctl_data_out = ramctl_data_out_r;
always @ (posedge clk_100) begin
  if(sys_reset == 1) begin
    data_buffer_r = 0;
    sram_addr_r <= 0;
    sram_oe_r <= 1;
    sram_cs_r <= 1;
    sram_we_r <= 1;
  end else begin
    if (ramctl_write == 1) begin
      data_buffer_r <= ramctl_data_in;
      sram_addr_r <= ramctl_write_address;
      sram_oe_r <= 1;
      sram_cs_r <= 0;
      sram_we_r <= 0;
    end else begin  
      data_buffer_r = 0;
      sram_addr_r <= ramctl_read_address;
      sram_oe_r <= 0; 
      sram_cs_r <= 0;
      sram_we_r <= 1;
    end
  end
end
always @ (negedge clk_100) begin
  if (ramctl_write == 0) begin
    ramctl_data_out_r = sram_data;
  end
end
endmodule
module top(
  clk_100,
  btn,
  led,
  vga_r,
  vga_g,
  vga_b,
  vga_hs,
  vga_vs,
  ps2_clk,
  ps2_data,
  sram_addr,
  sram_data,
  sram_cs,
  sram_oe,
  sram_we
);
input clk_100;
input ps2_clk;
input ps2_data;
input [1:0] btn;
output [1:0] led;
output [2:0] vga_r;
output [2:0] vga_g;
output [2:0] vga_b;
output vga_hs;
output vga_vs;
output sram_cs;
output sram_oe;
output sram_we;
output [17:0] sram_addr;
inout [15:0] sram_data;
wire clk_25;
wire sys_reset;
wire vga_disp_en;
wire [9:0] vga_pos_hor;
wire [9:0] vga_pos_ver;
wire [17:0] ramctl_read_address;
wire [17:0] ramctl_write_address;
wire ramctl_write;
wire [15:0] ramctl_data_out;
wire [15:0] ramctl_data_in;
assign led[0] = 0;  
assign ramctl_write = btn[0];
assign ramctl_data_in = 0;
assign ramctl_write_address = 0;
vga_clock U_vga_clock (
  .clk_100 (clk_100),
  .clk_25 (clk_25)
);
reset_generator U_reset_generator (
  .clk_25 (clk_25),
  .sys_reset (sys_reset)
);
vga_sync U_vga_sync (
  .clk_25 (clk_25),
  .sys_reset (sys_reset),
  .vga_hs (vga_hs),
  .vga_vs (vga_vs),
  .vga_disp_en (vga_disp_en),
  .vga_pos_hor (vga_pos_hor),
  .vga_pos_ver (vga_pos_ver)
);
vga_test_pattern U_vga_test_pattern (
  .clk_25 (clk_25),
  .sys_reset (sys_reset),
  .vga_r (vga_r),
  .vga_g (vga_g),
  .vga_b (vga_b),
  .vga_disp_en (vga_disp_en),
  .vga_pos_hor (vga_pos_hor),
  .vga_pos_ver (vga_pos_ver),
  .ram_addr (ramctl_read_address),
  .ram_data (ramctl_data_out)
);
sram_ctrl U_sram_ctrl (
  .clk_100 (clk_100),
  .sys_reset (sys_reset),
  .sram_addr (sram_addr),
  .sram_data (sram_data),
  .sram_cs (sram_cs),
  .sram_oe (sram_oe),
  .sram_we (sram_we),
  .ramctl_read_address (ramctl_read_address),
  .ramctl_write_address (ramctl_write_address),
  .ramctl_write (ramctl_write),
  .ramctl_data_out (ramctl_data_out),
  .ramctl_data_in (ramctl_data_in),
  .debug (led[1])
);
endmodule

==> out/metrics.json <==
{
  "final_timing": {
    "hold_viol": 0,
    "unclocked_pins": 71,
    "final.min_clock_period_ps": 1620,
    "worst-slew-pin-transition_ps": 830,
    "setup_viol_count_final": 0,
    "clock_skew_ps": 0.220,
    "finalCritPeriodShare_pct": 55.9,
    "unconstrained_endpoints": 105,
    "rsz_0062_raised_after_global_routing": "no",
    "max_freq_ghz": 0.617,
    "timing.slew.headroom_pct": 44.7,
    "report.final.slew_viol_count": 0,
    "setup-tns-final_ps": 0
  },
  "placed_design": {
    "port-buffer-count": 28,
    "detailed_place_hpwl_um": 4080,
    "place_inst": 519,
    "routabilityCongestion": 0.861
  },
  "layout": {
    "layoutNonFillerInstCount": 523,
    "area_growth_syn_to_layout_pct": 9.83,
    "final_layout_size_suffix_gt1_share_pct": 3.08,
    "regArea_um2": 2160,
    "filler_cell_count": 925,
    "logic_area_um2": 1620
  },
  "route": {
    "drc": 0,
    "route.top_layer_used": "met4",
    "route.antenna.diode_count": 0,
    "detail_route.wirelength_um": 5160,
    "antenna_violating_nets_post_route": 0,
    "drt_iter0_markers": 38,
    "met3RoutedLength_um": 122,
    "met1Wirelength_um": 2620,
    "wl_met2_um": 2380,
    "dr_total_vias": 2323,
    "first_pass_iters": 4,
    "vias_per_cell": 4.44,
    "routed_wire_length_per_instance_um": 9.86
  },
  "flow_run": {
    "drv_cap": 0,
    "stage_log_warnings": 31
  },
  "global_route": {
    "gr-total-overflow": 0,
    "grt_antenna_before_repair": 0,
    "grt_use_total_pct": 10.6,
    "grt_start_max_net_pins": 72,
    "vias_in_the_first_global_route": 2019,
    "grt_first_pass_wirelength_um": 8850
  },
  "pwr": {
    "sequential_fraction_of_design_power_pct": 62.2,
    "power_switching_uw": 90.2,
    "p_leak_nw": 1.79,
    "power.clock.fraction_pct": 35.8,
    "power_frac_comb_pct": 2.0,
    "cellPowerDensity_nw_per_um2": 117,
    "switching_share_pct": 17.7,
    "internal_power_uw": 421,
    "vdd_drop_max_mv": 0.118
  },
  "worst_setup_path": {
    "timing.critical_path.max_delay_family": "buffers and inverters",
    "worstPathRequired_ps": 2320,
    "cp_cell_sequence": "inv_1 > clkdlybuf4s50_1",
    "criticalPathCategory": "reg2out",
    "timing.critical_path.arrival_ps": 1040,
    "critPathMaxFanout": 2,
    "cp_slowest_cell": "sky130_fd_sc_hd__clkdlybuf4s50_1",
    "critical_path_cell_count": 2,
    "worstSetupStartpointType": "register",
    "r2r-start": "U_vga_clock.clk_div[0]",
    "cp-end-kind": "output port",
    "worst_r2r_path_depth": 1,
    "cp.buffers_inverters": 2,
    "crit_path_start": "U_sram_ctrl.sram_we_r",
    "timing.critical_path.slowest_cell_delay_ps": 440
  },
  "synth": {
    "synth.area.top_cells": "sky130_fd_sc_hd__dfxtp_1 33%, sky130_fd_sc_hd__edfxtp_1 21%, sky130_fd_sc_hd__ha_1 7.5%",
    "synth_area_leader_cell": "sky130_fd_sc_hd__dfxtp_1",
    "mean_syn_cell_area_um2": 11.0,
    "ys_dominant_reg_cell": "sky130_fd_sc_hd__dfxtp_1",
    "seq_share_synth_pct": 54.3,
    "ys_cells": 362,
    "number_of_library_cell_types_mapped_by_synthesis": 48,
    "ys_async_sr_fraction_pct": 0,
    "simple_gate_area_share_pct": 16.6,
    "synthMuxAreaShare_pct": 0,
    "synth_chip_area_um2": 3990,
    "synthesis.instances": 362,
    "yosys.area_share.adder_pct": 8.54,
    "synthDominantCellAreaShare_pct": 33.2,
    "edf_count": 28,
    "synthesized_area_fraction_occupied_by_ao_oa_aoi_and_oai_cells_pct": 6.22,
    "yosys.area_share.xor_xnor_pct": 7.16,
    "numSynthFlops": 94,
    "yosys_warnings": 6,
    "post_synth_main_logic_family": "simple AND/OR/NAND/NOR gates",
    "mappedNetlistArea_um2": 3990
  },
  "clock_tree": {
    "cts_max_level": 1,
    "post_cts.repair.setup_buffers": 0,
    "clk_latency_ps": 250,
    "clk_transition_reported_paths_ps": 70,
    "clockRootBuffer": "sky130_fd_sc_hd__clkbuf_8",
    "post_cts.resized_instances": 0,
    "cts_max_path_buffers": 2,
    "cts-buffers-inserted": 3,
    "cts_hold_buf": 0,
    "cts_tree": "yes"
  },
  "hold_path": {
    "worst_hold_path_type": "reg2reg",
    "worst_hold_path.num_cells": 1,
    "worstHoldStart": "U_vga_clock.clk_div[0]"
  },
  "floorplan": {
    "die_height_um": 102,
    "core_util_floorplan_pct": 41.0,
    "io_pins": 55,
    "core_um2": 9730,
    "fp-row-count": 36,
    "chip_area_um2": 10400,
    "die.size.x_um": 102
  },
  "outcome": {
    "result_of_the_run": "complete, no violations"
  }
}
[power by group through the flow]
stage     sequential, mW  clock (mW)  combinational (mW)
4_1_cts            0.317       0.195              0.0109
5_1_grt            0.317       0.201              0.0132
6_report           0.318       0.183              0.0102
[cell type report]
type / count / share of cell area, %
Clock buffer: 4 / 1.03
Timing Repair Buffer: 31 / 6.92
Multi-Input combinational cell: 240 / 37.0
Inverter: 21 / 1.80
Tap cell: 133 / 3.80
Sequential cell: 94 / 49.4
[Yosys cell counts (all sizes together), types with 2 or more instances]
cell type,n
dfxtp,66
nor2,34
edfxtp,28
buf,26
ha,24
and2,22
inv,21
xor2,17
nand2,15
xnor2,13
nand4,12
a21oi,11
o21ai,9
nand3,8
nor4,5
nand2b,4
a211oi,3
and3,3
clkbuf,3
nor2b,3
nor3,3
nor3b,3
nor4b,3
a31oi,2
fa,2
or3,2
[per-layer routing]
| layer | vias up | track usage [%] |
|---|---|---|
| met5 | - | 0 |
| met4 | 0 | 0.879 |
| met3 | 2 | 0.487 |
| met2 | 34 | 17.4 |
| met1 | 1038 | 17.2 |
| li1 | 1249 | - |
[metrics by stage]
stage / util (%) / worst slack [ps] / total power [mW] / hold WS (ps) / instance area, um2
after floorplan: - / 1460 / 0.350 / 364 / 4070
after global placement: 44.5 / 1320 / 0.336 / 371 / 4330
after detailed placement: 44.5 / 1320 / 0.336 / 375 / 4330
after CTS: 45.0 / 1260 / 0.523 / 394 / 4380
after global routing: 45.0 / 1230 / 0.532 / 415 / 4380
final: 45.0 / 1280 / 0.511 / 391 / 4380
[sequential cells by signal (all words and copies together) (netlist names)]
signal	flops
U_vga_sync.vga_hs_r	1
U_sram_ctrl.sram_oe_r	1
U_vga_sync.c_row	10
U_reset_generator.reset	1
U_vga_test_pattern.vga_r_r	1
U_vga_clock.clk_div	2
U_vga_sync.c_ver	10
U_sram_ctrl.sram_cs_r	1
U_vga_sync.vga_vs_r	1
U_vga_sync.c_col	10
U_vga_test_pattern.ram_addr_r	18
U_vga_sync.c_hor	10
U_reset_generator.timer_t	8
U_sram_ctrl.sram_addr_r	18
U_vga_sync.disp_en	1
U_sram_ctrl.sram_we_r	1
[worst paths after layout]
| kind | endpoint | slack [ps] |
|---|---|---|
| setup / recovery | led[1] | 1280 |
| hold / removal | U_vga_clock.clk_div[0] | 390 |
| setup reg to reg | U_vga_clock.clk_div[1] | 2320 |
| hold reg to reg | U_vga_clock.clk_div[0] | 390 |
[cell usage in the layout (no fill, tap or decap), drive strengths merged, types with 3 or more instances in the layout]
| master | count |
|---|---|
| a211oi | 3 |
| a21oi | 11 |
| and2 | 22 |
| and3 | 3 |
| buf | 3 |
| clkbuf | 4 |
| clkdlybuf4s50 | 28 |
| conb | 23 |
| dfxtp | 66 |
| edfxtp | 28 |
| ha | 24 |
| inv | 21 |
| nand2 | 15 |
| nand2b | 4 |
| nand3 | 8 |
| nand4 | 12 |
| nor2 | 34 |
| nor2b | 3 |
| nor3 | 3 |
| nor3b | 3 |
| nor4 | 5 |
| nor4b | 3 |
| o21ai | 9 |
| xnor2 | 13 |
| xor2 | 17 |
[kinds of logic (layout without fill, tap and decap cells)]
kind of cell | Yosys count | count (layout)
AND/OR/NAND/NOR | 123 | 123
AND-OR/OR-AND | 37 | 37
XOR/XNOR | 31 | 31
adder cells (fa/ha/maj) | 26 | 26
other | 1 | 23
buffers and inverters | 50 | 56
flip-flops | 94 | 94
Power figures rest on the tool's default switching activity, not on a simulated workload.
